==> flow/design.v <==
module voltage_gen #(
    parameter ADC_WIDTH = 12
)(
    input clk, n_rst,
    input inc_tv, dec_tv,
    output reg [ADC_WIDTH-1:0] target_v
);
always @ (posedge clk, negedge n_rst) begin
    if (n_rst == 0) begin
        target_v <= 12'd2048;
    end else if (inc_tv == 1) begin
        target_v <= target_v + 12'd64;
    end else if (dec_tv == 1) begin
        target_v <= target_v - 12'd64;
    end
end
endmodule
==> flow/run.sh <==
#!/bin/bash
# OpenROAD 26Q1-2900-gdf79404cd8, Yosys 0.63+post, stock flow scripts
make -C /OpenROAD-flow-scripts/flow DESIGN_CONFIG=/design/flow/config.mk WORK_HOME=/design/flow/orfs finish
==> flow/config.mk <==
export PLATFORM = sky130hd
export DESIGN_NAME = voltage_gen
export DESIGN_NICKNAME = voltage_gen
export VERILOG_FILES = /design/flow/design.v
export SDC_FILE = /design/flow/constraint.sdc
export NUM_CORES = 4
export LEC_CHECK = 1
export CORE_AREA = 10 10 70 70
export DIE_AREA = 0 0 80 80
==> flow/constraint.sdc <==
current_design voltage_gen

set clk_period 3.3
set clk_io_pct 0.2

create_clock -name clk0 -period $clk_period [get_ports {clk}]

set non_clock_inputs [all_inputs -no_clocks]
set_input_delay [expr $clk_period * $clk_io_pct] -clock clk0 $non_clock_inputs
set_output_delay [expr $clk_period * $clk_io_pct] -clock clk0 [all_outputs]
==> job_summary.md <==
### Yosys + OpenROAD results

| Metric | Value |
|---|---|
| Setup violators final | 0 |
| R2R Setup Slk | approximately 1.7 ns |
| Hold Vio Cnt, Final | 0 |
| Reg clk slew, reported paths | 0.04 ns |
| Yosys reg bits | 6 |
| Setup crit end kind | flip-flop |
| I/O Pins | 16 |
| Biggest regs | target_v (6) |
| Number of max-cap violations | 0 |
| Crit path capture | target_v[10] |
| Yosys stat cell total | 42 |
| Port Buf Inserts | 9 |
| RSZ-0062 raised after global routing | false |
| Fin crit period | approximately 2.3 ns |
| PD cells | between 800 and 900 nW/um^2 |
| CTS Sinks | 6 |
| Area grow syn2layout | 33.3% |
| Seq share, synth | 0.342 |
| Initial antenna violation count | 0 |
| GRT Util Overall | 0.0272 |
| Syn avg cell area | between 10 and 15 sq um |
| Dominant cell type by area after synthesis | dfrtp_1 |
| R2R depth | 5 |
| Yosys aoi share | 0.181 |
| Die Span Y | 80 um |
| Synth warn | 1 |
| Critical Path Source | inc_tv |
| Final setup margin | just over 1 ns |
| Outcome | completed |
| Fmax | 439 MHz |
| M1 WL | 404 um |
| Setup tns final | 0 ns |
| Post-CTS Setup Bufs | 0 |
| Post-Route WL | 897 um |
| Vias per inst | 3.12 |
| Vias in the first global route | about 320 |
| Top-area cell share | 0.282 |
| Placer congestion estimate | ~0.75 |
| Met3 routed WL | 95 um |
| Crit path max fanout | 5 |
| Kind of critical path | input pin to flip-flop |
| Layout cell share with drive strength beyond 1 | 0.185 |
| CP required | 3.41 ns |
| Area post-placement | 564 sq um |
| Post-Syn Instances | 42 |
| Htree depth | 1 |
| Crit share post-route | 0.690 |
| Starting Density | 0.130 |
| Post-cts gate resize count | 0 |
| Critical path arrival | 2.39 ns |
| Antenna Violating Nets Remaining | 0 |
| Die Area | ~6400 sq um |
| Worst slack at placement | between 0.7 and 0.8 ns |
| Via count | 312 |
| Tool Warnings | 25 |
| Post-Synthesis Cell Area | roughly 440 sq um |
| Post-layout util | 0.173 |
| Max layer used | met4 |
| Skew final | 0.00651 ns |
| Finished Cell Area | about 600 sq um |
| Starting DRC count in detailed routing | 3 |
| Largest net degree at the start of global routing | 9 |
| First drt pass iteration count | 3 |
| YS chip area | 443 sq um |
| CTS Hold Buffers Added | 0 |
| Top cells, area | dfrtp_1, ha_1, buf_4 |
| Core area | between 3000 and 4000 sq um |
| XOR/XNOR Fraction of Synth Area | 0.0989 |
| First-pass GRT wire length | 1.41 mm |
| Comb area leader | AND-OR/OR-AND gates |
| Synth Area in Adders | 0.158 |
| Horiz. Die Dim | roughly 80 um |
| FF-to-FF Start | target_v[6] |
| Slew Limit Fails | 0 |
| Post-synth mux share | 0.0480 |
| Total gr overflow | 0 |
| Latency at later pin | 0.25 ns |
| CTS tree | built |
| Max FFs per register | 6 |
| Simple-Gate Area Share | 0.0537 |
| CTS root buf | clkbuf_4 |
| Clock Path Buffers | 2 |
| Peak supply drop | 0.000229 V |
| Std cell rows | 21 |
| LEAKAGE | 0.244 nW |
| WL/cell | 8.97 um |
| Residual DRC | 0 |
| Num CTS Buffers | 3 |
| Worst setup SP type | input pin |
| Met2 wire length | 373 um |
| Most flops, register | target_v |
| Worst R2R End | target_v[10] |
| Number of diodes | 0 |
| Hold Path Class | flip-flop to flip-flop |
| Cell Type Count | 22 |
## report_power, final
group          leakage, nW  switching (mW)  total (mW)  internal, mW
registers           0.0696          0.0399       0.159         0.119
clock network       0.0150          0.0270      0.0728        0.0458
logic                0.159           0.109       0.283         0.174
## synth_stat cells
cell type  count
o21ai_0        2
mux2_2         1
nor2_2         1
mux2i_1        1
o21ai_1        1
nor2b_1        1
a21o_1         1
ha_1           4
xnor2_1        3
o211ai_2       1
dfrtp_1        5
buf_4          6
nand2_1        3
a21o_2         1
a211oi_2       1
fa_1           1
dfstp_2        1
inv_1          1
conb_1         1
a21oi_1        3
o21ai_2        1
xor2_1         2
## cell families (layout without fill, tap and decap cells)
kind of cell               count (synthesis)  count (layout)
AOI/OAI and AO/OA                         11              11
xor gates and xnor gates                   5               5
adders and majority gates                  5               5
buffers and inverters                      7              14
DFF                                        6               6
muxes                                      2               2
other                                      1               6
and+or+nand+nor                            5               5
## how the worst min path moves through the flow
stage | slack [ns] | end | cells after the start | start
final | 0.49 | target_v[11] | 1 | target_v[11]
after global routing | 0.51 | target_v[11] | 1 | target_v[11]
after CTS | 0.50 | target_v[11] | 1 | target_v[11]
## area by class of cell
class	count	area (sq um)
multi-input combinational	34	262
clock buffer	4	26.3
timing repair buffer	9	90.1
tap	46	57.6
fill	380	2830
sequential	6	151
inverter	1	3.75
## worst max-delay path: stages
cell	delay [ns]
clkdlybuf4s50_1	0.53
inv_1	0.14
fa_1	0.47
a21o_1	0.17
a21oi_1	0.17
xor2_1	0.16
o21ai_1	0.07
## routing by layer
metal	track usage	up-vias
met5	0	-
met4	0.00528	0
met3	0.0193	2
met2	0.0377	13
met1	0.0337	141
li1	-	156
## layout by cell type, fill, tap and decap left out, drive strengths merged, types with 2 or more instances in the layout
cell type / count
nand2: 3
conb: 6
xor2: 2
o21ai: 4
a21o: 2
clkbuf: 4
ha: 4
dfrtp: 5
clkdlybuf4s50: 9
xnor2: 3
a21oi: 3
## per-stage QoR
| step | instances | hold WS (ns) | power (mW) |
|---|---|---|---|
| finish | 100 | 0.489 | 0.515 |
| global route | 100 | 0.512 | 0.568 |
| CTS | 100 | 0.496 | 0.527 |
| detailed placement | 96 | 0.487 | 0.448 |
| global placement | 96 | 0.477 | 0.442 |
| floorplan | 47 | 0.364 | 0.335 |
Power figures rest on the tool's default switching activity, not on a simulated workload.
