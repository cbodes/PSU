--- design/flow/config.mk ---
export PLATFORM = sky130hd
export DESIGN_NAME = pid_ctrl
export DESIGN_NICKNAME = pid_ctrl
export VERILOG_FILES = /design/flow/design.v
export SDC_FILE = /design/flow/constraint.sdc
export NUM_CORES = 4
export LEC_CHECK = 1
export CORE_AREA = 10 10 70 70
export DIE_AREA = 0 0 80 80
--- design/flow/constraint.sdc ---
current_design pid_ctrl

set clk_period 1.0
set clk_io_pct 0.2

create_clock -name clk0 -period $clk_period [get_ports {clk}]

set non_clock_inputs [all_inputs -no_clocks]
set_input_delay [expr $clk_period * $clk_io_pct] -clock clk0 $non_clock_inputs
set_output_delay [expr $clk_period * $clk_io_pct] -clock clk0 [all_outputs]
--- design/flow/design.v ---
module pid_ctrl(
    input clk, n_rst, vd_rdy, avg_done, int_done, sum_rdy,
    output error_enable, shift_avg, calc_avg, shift_int, calc_int, deriv_enable, sum_enable, pwm_enable
);
parameter IDLE = 'd0;
parameter CALC_ERROR = 'd1;
parameter SHIFT_AVG = 'd2;
parameter CALC_AVG = 'd3;
parameter WAIT_AVG = 'd4;
parameter SHIFT_INT = 'd5;
parameter CALC_INT = 'd6;
parameter WAIT_INT = 'd7;
parameter CALC_DERIV = 'd8;
parameter CALC_SUM = 'd9;
parameter WAIT_SUM = 'd10;
parameter CALC_PWM = 'd11;
reg [3:0] state, next_state;
always @(posedge clk, negedge n_rst) begin
    if (n_rst == 0) begin
        state <= IDLE;
    end else begin
        state <= next_state;
    end
end
assign error_enable = (state == CALC_ERROR) ? 1'b1 : 1'b0;
assign shift_avg    = (state == SHIFT_AVG) ? 1'b1 : 1'b0;
assign calc_avg     = (state == CALC_AVG) ? 1'b1 : 1'b0;
assign shift_int    = (state == SHIFT_INT) ? 1'b1 : 1'b0;
assign calc_int     = (state == CALC_INT) ? 1'b1 : 1'b0;
assign deriv_enable = (state == CALC_DERIV) ? 1'b1 : 1'b0;
assign sum_enable   = (state == CALC_SUM) ? 1'b1 : 1'b0;
assign pwm_enable   = (state == CALC_PWM) ? 1'b1 : 1'b0;
always begin
    next_state = state;
    casez (state)
        IDLE: begin
            if (vd_rdy == 1) begin
                next_state = CALC_ERROR;
            end
        end
        CALC_ERROR: begin
            next_state = SHIFT_AVG;
        end
        SHIFT_AVG: begin
            next_state = CALC_AVG;
        end
        CALC_AVG: begin
            next_state = WAIT_AVG;
        end
        WAIT_AVG: begin
            if (avg_done == 1) begin
                next_state = SHIFT_INT;
            end
        end
        SHIFT_INT: begin
            next_state = CALC_INT;
        end
        CALC_INT: begin
            next_state = WAIT_INT;
        end
        WAIT_INT: begin
            if (int_done == 1) begin
                next_state = CALC_DERIV;
            end
        end
        CALC_DERIV: begin
            next_state = CALC_SUM;
        end
        CALC_SUM: begin
            next_state = WAIT_SUM;
        end
        WAIT_SUM: begin
            if (sum_rdy == 1) begin
                next_state = CALC_PWM;
            end
        end
        CALC_PWM: begin
            next_state = IDLE;
        end
    endcase
end
endmodule
--- design/flow/run.sh ---
#!/bin/bash
# OpenROAD 26Q1-2900-gdf79404cd8, Yosys 0.63+post, stock flow scripts
make -C /OpenROAD-flow-scripts/flow DESIGN_CONFIG=/design/flow/config.mk WORK_HOME=/design/flow/orfs finish
==> summary.txt <==
run results: CTS buffer count 3, Area Growth Syn to Fin 68.1%, share of cells above drive strength 1 51.0%, FMAX 1040 MHz, CP Max Fanout 2, RD Place Congestion 0.727, Clock Skew 0.00192 ns, leakage 0.378 nW, post-route insts no fill 95, peak supply drop 0.000713 V, max reg flops 12, IO buf count 13, Worst Setup End Kind primary output, CP peak stage delay 0.38 ns, Startpoint Class flop, antenna cells 0, critical path class flop to primary output, Registers, synthesis 12, via count 253, Root Buffer clkbuf_4, clock-pin transition on the worst setup and hold timing paths 0.07 ns, Detailed Route Iter0 Violations 6, number of global-route vias before repair 254, setup violators final 0, total clock sinks 12, DP Area 592 µm², total grt overflow 0, FP Core Util 11.0%, die area 6400 µm², Slew Limit Fails 0, die height 80 µm, core area 3420 µm², post-synthesis cell count 24, top cells by area dfrtp_1 73%, a21o_1 8.0%, and2_2 8.0%, hold slack 0.260 ns, # Cells Yosys 24, Cells after DPL 85, Final period util 95.8%, Die X 80 µm, WP data arrival 0.76 ns, worst path cell trace buf_2, sequential fraction of the synthesis area 80.1%, Via density 2.66, Final ANT Viol Nets 0, boundary pin count 14, cell taking the most area after synthesis dfrtp_1, CTS Buffer Depth 2, Period minus WS final 0.958 ns, DP HPWL 601 µm, Max-area cell share 73.1%, # H-tree levels 1, critical path required time 0.80 ns, total of max-cap violations 0, Unique cell types 5, hold crit path type input port to asynchronous set/reset pin, Total GRT Usage 2.79%, status completed, largest net degree at the start of global routing 13, TritonRoute pass-1 iters 2, clock latency (worst-skew pair) 0.26 ns, design area 633 µm², critical path's slowest cell dfrtp_1, final core utilization 18.5%, # rows 21, Log Warnings 26, Largest Register state, first-pass GRT wire length 1.35 mm, Syn Area/Cell 15.7 µm², Tightest Pin Transition 0.119 ns, Crit path max-delay family flip-flops, DRC errors left 0, RSZ-0062 raised after global routing true, setup TNS 0 ns, worst path bufs/invs 1, Final Hold Fails 0, Cell Area, Synth 377 µm², drt total wl 798 µm, biggest regs state: 12 flops, Yosys Chip Area 377 µm², initial antenna violation count 0, Power Dens Cells 1420 nW/µm², max_slew headroom 92.1%, YS warnings 1, CTS tree done, detailed-route wire length per cell 8.40 µm
[layer usage]
metal	routed length (µm)	GRT usage (%)	up-vias
met4	9	0.176	0
met5	0	0	-
met3	115	2.73	2
met1	397	3.78	114
li1	-	-	125
met2	274	3.13	12
[power breakdown]
group          switching, W  internal, W  total [W]
Sequential                0     0.000485   0.000485
Combinational     0.0000159    0.0000259  0.0000418
Clock              0.000151     0.000221   0.000372
Total              0.000167     0.000732   0.000899
[repair_timing]
action | CTS | global route
gates resized | 24 | 0
hold buffers | 0 | 0
setup buffers | 4 | 2
gates cloned | 0 | 0
pin swaps | 0 | 0
setup endpoints to repair | 8 | 4
[per-stage QoR]
| step | worst slack [ns] | power, W |
|---|---|---|
| 4_1_cts | 0.0213 | 0.000926 |
| 2_1_floorplan | 0.322 | 0.000497 |
| 6_report | 0.0418 | 0.000899 |
| 3_3_place_gp | -0.00244 | 0.000537 |
| 5_1_grt | -0.00843 | 0.000960 |
| 3_5_place_dp | -0.0133 | 0.000538 |
[cell usage in the layout (no fill, tap or decap)]
master / n
dfrtp_1: 11
buf_2: 8
buf_4: 7
clkdlybuf4s50_1: 5
inv_1: 4
a21o_1: 4
and2_2: 4
clkbuf_4: 3
clkbuf_8: 1
buf_12: 1
dfstp_2: 1
[worst paths after layout]
check / endpoint / cells after the start / slack (ns) / start
worst min register to register: state[9]$_DFF_PN0_ / 0 / 0.37 / state[3]$_DFF_PN0_
worst max-delay path: pwm_enable / 1 / 0.04 / state[10]$_DFF_PN0_
min in group clk0: state[9]$_DFF_PN0_ / 0 / 0.37 / state[3]$_DFF_PN0_
max in group asynchronous: state[0]$_DFF_PN1_ / 2 / 0.54 / n_rst
worst max register to register: state[4]$_DFF_PN0_ / 3 / 0.11 / state[7]$_DFF_PN0_
worst min-delay path: state[8]$_DFF_PN0_ / 2 / 0.26 / n_rst
[area by class of cell]
| type | instances | area, µm² |
|---|---|---|
| Clock buffer | 4 | 36.3 |
| Fill cell | 386 | 2780 |
| Inverter | 4 | 15.0 |
| Multi-Input combinational cell | 8 | 60.1 |
| Sequential cell | 12 | 302 |
| Tap cell | 46 | 57.6 |
| Timing Repair Buffer | 21 | 163 |
[Yosys cell counts]
master	instances
inv_1	4
a21o_1	4
dfstp_2	1
and2_2	4
dfrtp_1	11
[cell families (layout without fill, tap and decap cells)]
kind of cell           after synthesis  count (layout)  synth area share, %
AOI/OAI and AO/OA                    4               4                 7.97
and+or+nand+nor                      4               4                 7.97
buffers and inverters                4              29                 3.99
DFF                                 12              12                 80.1
Power is estimated from default activity; no workload was simulated.
